### ./run.sh
#!/bin/bash
# OpenROAD 26Q1-2900-gdf79404cd8, Yosys 0.63+post, stock flow scripts
make -C /OpenROAD-flow-scripts/flow DESIGN_CONFIG=/design/flow/config.mk WORK_HOME=/design/flow/orfs finish
### ./config.mk
export PLATFORM = sky130hd
export DESIGN_NAME = Detector
export DESIGN_NICKNAME = Detector
export VERILOG_FILES = /design/flow/design.v
export SDC_FILE = /design/flow/constraint.sdc
export NUM_CORES = 4
export LEC_CHECK = 1
export CORE_AREA = 10 10 106 106
export DIE_AREA = 0 0 116 116
### ./constraint.sdc
current_design Detector

set clk_period 5.9
set clk_io_pct 0.2

create_clock -name clk0 -period $clk_period [get_ports {clk}]

set non_clock_inputs [all_inputs -no_clocks]
set_input_delay [expr $clk_period * $clk_io_pct] -clock clk0 $non_clock_inputs
set_output_delay [expr $clk_period * $clk_io_pct] -clock clk0 [all_outputs]
### ./design.v
`timescale 1ns / 1ps
module BCDTO7SEG(out, in);
	input wire [3:0] in;
	output reg [6:0] out;
	initial begin
		out = 7'b0000000;
	end
	always @(in) begin
		if(in == 4'b0000)
			out = 7'b1111110;
		else if(in == 4'b0001)
			out = 7'b0110000;
		else if(in == 4'b0010)
			out = 7'b1101101;
		else if(in == 4'b0011)
			out = 7'b1111001;
		else if(in == 4'b0100)
			out = 7'b0110011;
		else if(in == 4'b0101)
			out = 7'b1011011;
		else if(in == 4'b0110)
			out = 7'b1011111;
		else if(in == 4'b0111)
			out = 7'b1110000;
		else if(in == 4'b1000)
			out = 7'b1111111;
		else if(in == 4'b1001)
			out = 7'b1111011;
		else
			out = 7'b0000000;
	end
endmodule
`timescale 1ns / 1ps
module Detector(in, clk, turn_on, reset, A, B);
	input wire in, clk, reset;
	output reg turn_on = 0;
	output wire [6:0] A, B;
	reg [6:0] x = 7'b0000000;
	reg [3:0] y = 4'b0000;
	reg finished = 0;
	always @(posedge clk, negedge reset) begin
		if(~reset) begin
			finished <= 0;
			turn_on <= 0;
			y <= 0;
			x <= 0;
		end
		else if(~turn_on && ~finished) begin
			y[3:1] <= y[2:0];
			y[0] <= in;
			if(y == 4'b1001)
				turn_on <= 1;
		end
		else if(~finished) begin
			y[3:1] <= y[2:0];
			y[0] <= in;
			if(y == 4'b0110)
				x <= x + 1;
			if(y == 4'b1001) begin
				finished <= 1;
				turn_on <= 0;
			end
		end
	end
	Two_Digit_Number_To_7Seg uut2 (x, A, B);
endmodule
`timescale 1ns / 1ps
module Two_Digit_Number_To_7Seg(in, A, B);
	input wire [6:0] in;
	output wire [6:0] A, B;
	wire [3:0] x, y;
	assign x = in % 10;
	assign y = in / 10;
	BCDTO7SEG uut0 (A, x);
	BCDTO7SEG uut1 (B, y);
endmodule
==> results.sh <==
# flow metrics
export IMPL_p_leak_nw=0.690
export IMPL_area_growth_pct=16.2
export IMPL_worst_pin_slew_ns=0.748
export IMPL_overflow=0
export IMPL_drv_slew=0
export IMPL_ys_area_um2=1680
export IMPL_finalHoldViolations=0
export IMPL_grt_util_met3_pct=0.890
export IMPL_reg2reg_from="x[0]"
export IMPL_cts_root_buf="clkbuf_8"
export IMPL_core_area_um2=8850
export IMPL_status="completed"
export IMPL_drt_total_wl_um=4310
export IMPL_cts_tree="yes"
export IMPL_post_synth_cell_area_avg_um2=7.64
export IMPL_yosysSeqAreaShare_pct=19.4
export IMPL_post_cts_resize_count=0
export IMPL_ios=18
export IMPL_use_met2_pct=9.40
export IMPL_required_ns=4.72
export IMPL_crit_path_max_fanout=15
export IMPL_p_per_area_nw_per_um2=265
export IMPL_ys_types=65
export IMPL_clock_sinks=13
export IMPL_r2r_cells=4
export IMPL_crit_type="reg2out"
export IMPL_grt_pass1_vias=1488
export IMPL_maxCapViolations=0
export IMPL_arrival_ns=3.97
export IMPL_antenna_cells=0
export IMPL_wire_per_inst_um=12.9
export IMPL_cp_end_kind="output port"
export IMPL_hpwlAfterDp_um=3160
export IMPL_synthCells=220
export IMPL_dr_pass1_iters=4
export IMPL_clk_latency_ns=0.24
export IMPL_regToRegEndpoint="x[3]"
export IMPL_top_cells_by_count="21 x nor2_1, 17 x nand2_1, 16 x o21ai_0"
export IMPL_fin_tns_setup_ns=0
export IMPL_flop_cell="dfrtp_1"
export IMPL_num_vias=1697
export IMPL_drtIter0Drc=102
export IMPL_port_buffers=17
export IMPL_synth_area_um2=1680
export IMPL_area_leaders="dfrtp_1 19%, o21ai_0 4.8%, nor2_1 4.7%"
export IMPL_synth_edff_count=0
export IMPL_yosysCellCount=220
export IMPL_top_area_cell="dfrtp_1"
export IMPL_finalSetupViolations=0
export IMPL_finalCritPeriodShare_pct=87.2
export IMPL_synth_top_cell_area_share_pct=19.4
export IMPL_grt_start_max_net_pins=23
export IMPL_dieArea_um2=13500
export IMPL_met1_usage_pct=10.2
export IMPL_clkTransAtPathRegs_ns=0.05
export IMPL_min_from="y[2]"
export IMPL_most_common_cell="nor2_1"
export IMPL_clock_skew_final_ns=0.00321
export IMPL_rsz0062_at_grt="false"
export IMPL_antenna_found_initial=0
export IMPL_hold_end="finished"
export IMPL_die_w_um=116
export IMPL_min_path_type="reg2reg"
export IMPL_async_flop_share_pct=100
export IMPL_warning_count=28
export IMPL_htree_num_levels=1
export IMPL_post_cts_buffers=0
export IMPL_layout_cells_non_filler=333
export IMPL_grtUsageTotal_pct=6.48
export IMPL_grt_busiest_layer="met1"
export IMPL_ff_latch_area_um2=325
export IMPL_ir_drop_mv=0.0992
export IMPL_ant_nets=0
export IMPL_yosysWarnings=2
export IMPL_ys_ff=13
export IMPL_core_util_floorplan_pct=19.0
export IMPL_drc=0
export IMPL_via_per_inst=5.10
export IMPL_logic_area_um2=1230
export IMPL_numCtsBuffers=3
export IMPL_die_y_um=116
export IMPL_rows=34
export IMPL_place_congestion=0.872
export IMPL_clockBufferDepth=2
export IMPL_rrSetupSlack_ns=3.96
export IMPL_drive_gt1_share_pct=12.9
export IMPL_grt_pass1_wl_um=7530
export IMPL_cts_hold_buffers=0
export IMPL_clock_fmax_ghz=0.194
export IMPL_fin_crit_ns=5.15
export IMPL_start_kind="flop"
export IMPL_fillers=980
export IMPL_holdPathStages=1
export IMPL_slew_headroom_pct=50.1
export IMPL_post_place_cells=329
metrics by stage:
step | hold WS (ns) | setup WS [ns] | total power [mW] | utilization [%] | area, um^2
after global placement | 0.510 | 1.05 | 0.444 | 21.5 | 1910
after global routing | 0.570 | 0.418 | 0.571 | 22.1 | 1950
final | 0.527 | 0.754 | 0.517 | 22.1 | 1950
after detailed placement | 0.516 | 1.06 | 0.442 | 21.5 | 1910
after CTS | 0.524 | 0.768 | 0.524 | 22.1 | 1950
after floorplan | 0.485 | 2.02 | 0.336 | - | 1680
per-layer routing:
| metal | wire, um | up-vias |
|---|---|---|
| met5 | 0 | - |
| met4 | 27 | 0 |
| met3 | 228 | 2 |
| met1 | 2110 | 807 |
| met2 | 1950 | 49 |
| li1 | - | 839 |
placed cells by master (no fill, tap or decap), drive strengths merged, types with 3 or more instances in the layout:
| cell | synthesis | layout |
|---|---|---|
| clkbuf | 11 | 4 |
| nor2 | 22 | 22 |
| a221oi | 5 | 5 |
| nor3 | 9 | 9 |
| inv | 7 | 7 |
| and3 | 4 | 4 |
| o21ai | 18 | 18 |
| ha | 4 | 4 |
| a21oi | 9 | 9 |
| nand2b | 5 | 5 |
| xnor2 | 10 | 10 |
| a221o | 3 | 3 |
| nor4 | 5 | 5 |
| o211ai | 4 | 4 |
| o221ai | 3 | 3 |
| nand3 | 7 | 7 |
| nand2 | 19 | 19 |
| a31oi | 7 | 7 |
| nor2b | 4 | 4 |
| clkdlybuf4s50 | 0 | 17 |
| dfrtp | 13 | 13 |
| maj3 | 3 | 3 |
| mux2 | 6 | 6 |
| o22ai | 4 | 4 |
cell families after synthesis:
| group | Yosys count | share of synthesized area [%] |
|---|---|---|
| compound gates | 72 | 30.5 |
| xor+xnor | 10 | 5.66 |
| fa+ha+maj | 7 | 4.91 |
| buf+inv | 26 | 7.30 |
| flops | 13 | 19.4 |
| mux | 6 | 4.02 |
| simple gates | 86 | 28.2 |
worst max-delay path, cell delays in order, from the launching register on:
cell and delay (ns):
dfrtp_1 0.53, nor2_4 0.22, inv_2 0.08, ha_1 0.32, nand2b_1 0.23, o211ai_1 0.25, nand3_1 0.51, nand2_2 0.28
nor2b_4 0.06, or4_4 0.48, a221oi_2 0.25, clkdlybuf4s50_1 0.51
flip-flops by register name, indices dropped and copies added (netlist names):
signal    cells
turn_on       1
x             7
y             4
finished      1
power by group:
| part | internal [mW] | switching [mW] | total [mW] |
|---|---|---|---|
| combinational | 0.161 | 0.109 | 0.270 |
| sequential | 0.117 | 0.0538 | 0.171 |
| clock | 0.0476 | 0.0294 | 0.0770 |
worst max-delay path by stage:
stage	from	depth (start not counted)	slack [ns]	endpoint
global route	x[4]	11	0.42	A[3]
CTS	x[4]	11	0.77	A[3]
finish	x[4]	11	0.75	A[3]
cell type report:
type,instances,area share (%)
multi-input combinational,181,63.1
sequential,13,16.7
timing repair buffer,18,9.10
tap,108,6.92
clock buffer,4,2.31
inverter,9,1.86
No activity file was given, so power comes from the tool's default toggle rates.
