--- flow/run.sh ---
#!/bin/bash
# OpenROAD 26Q1-2900-gdf79404cd8, Yosys 0.63+post, stock flow scripts
make -C /OpenROAD-flow-scripts/flow DESIGN_CONFIG=/design/flow/config.mk WORK_HOME=/design/flow/orfs finish
--- flow/config.mk ---
export PLATFORM = sky130hd
export DESIGN_NAME = Q9
export DESIGN_NICKNAME = Q9
export VERILOG_FILES = /design/flow/design.v
export SDC_FILE = /design/flow/constraint.sdc
export NUM_CORES = 4
export LEC_CHECK = 1
export CORE_AREA = 10 10 101 101
export DIE_AREA = 0 0 111 111
--- flow/constraint.sdc ---
current_design Q9

set clk_period 9.5
set clk_io_pct 0.2

create_clock -name clk0 -period $clk_period

set non_clock_inputs [all_inputs -no_clocks]
set_input_delay [expr $clk_period * $clk_io_pct] -clock clk0 $non_clock_inputs
set_output_delay [expr $clk_period * $clk_io_pct] -clock clk0 [all_outputs]
--- flow/design.v ---
module Q9(in, out);
    input [23: 0] in;
    output [4:0] out;
    wire [23:0] in;
    reg [4:0] out;
    integer i;
    always @ (in) begin
       out = 5'b00000;
       for (i = 0; i < 24; i = i + 1) begin
            if(in[i] == 1)
                out = out + 5'b00001;
        end
    end
endmodule
==> Changelog: implementation <==
### Physical design

- Status: finished, violations left
- Failing checks: setup timing
- Syn_area_per_cell: 7.42 um2
- Largest net degree at the start of global routing: 13
- Crit end category: primary output
- Final Setup Violations: 4
- YS chip area: a little over 3000 um2
- Fmax: 70.9 MHz
- Slew HR: 63.7%
- Logic area: 3250 um2
- Initial DRC Count: 71
- Slowest Stage Delay on Critical Path: approximately 0.40 ns
- OpenROAD warning count: 38
- Final Hold Viols: 0
- HPWL Detailed: about 6.5 mm
- Yosys cell count: 418
- Ys Warns: 1
- Overflow after GRT: 0
- Critical-path top delay cell: or3_4
- Wire length per cell: 11.2 um
- Placeable Area: 8130 um2
- Die Y: 111 um
- GRT Overall Usage: 12.4%
- Port bufs: 29
- Hold_ws: 4.64 ns
- Most frequent CP cell: ha_1
- Initial antenna violation count: 0
- DR DRC count: 0
- Clkbuf count: 0
- Top delay family on crit path: adder cells
- Number of global-route vias before repair: 3,295
- CP Max Fanout: 3
- DRT Wirelength: 7.91 mm
- Flops: 0
- Layout cells sized above 1: 44.4%
- Layout Area Growth over Synthesis: 63.6%
- # Max-Cap Violations: 0
- Tcrit/Tclk final: 148%
- Critical path arrival: 12.20 ns
- Unique cell types: 72
- Unrepaired setup endpoints after global routing: yes
- Count of final max-slew check failures: 0
- Routed via count: 3,468
- Rows: 33
- Post-Layout Cell Count: 704
- Leading area contributor after synthesis: xnor2_1
- WP data required: 7.60 ns
- Final Util: 62.4%
- Initial Util: 38.1%
- IO Count: 29
- Critical path type: input pin to primary output
- Die Size: 12,300 um2
- Tmin final: 14.10 ns
- Routed Antenna Nets: 0
- Worst-margin pin slew: about 0.54 ns
- Top area cell types: xnor2_1 (16%), ha_1 (10%), nand2_1 (6.4%), xor2_1 (5.6%), xnor3_1 (5.1%)
- Placed cell area: around 4700 um2
- Worst hold path type: input pin to primary output
- Max-area cell share: between 15 and 20%
- Vias per cell: 4.93
- Die Wd: ~110 um
- CP Buf/Inv Count: 5
- Setup WS pre-CTS: -5.63 ns
- # fillers: 647
- Gate Count Post-Synth: approximately 420
- Design area: 5070 um2
- Crit start category: input pin
- GP Congestion: 0.882
- Drt pass-1 iters: 4
- Setup WS post-layout: -4.60 ns
- First-pass GRT wire length: 14.0 mm
- Placed insts: between 600 and 700
- Hold-fix buffers, CTS: 0
- Seq share, synth: 0%
- Cell area after synthesis: approximately 3100 um2
- N_diodes: 0
- Register area: 0 um2
## final timing paths
| path | from | to | cells past startpoint |
|---|---|---|---|
| worst max-delay path | in[1] | out[4] | 72 |
| worst min-delay path | in[23] | out[1] | 4 |
## cell usage in the layout, fill, tap and decap left out, types with 5 or more instances in the layout
| cell | netlist | layout |
|---|---|---|
| a21oi_1 | 22 | 14 |
| a21oi_2 | 1 | 9 |
| buf_4 | 1 | 171 |
| clkdlybuf4s50_1 | 0 | 22 |
| ha_1 | 25 | 22 |
| inv_1 | 19 | 16 |
| nand2_1 | 53 | 47 |
| nand2_2 | 0 | 5 |
| nand3_1 | 18 | 17 |
| nand4_1 | 5 | 5 |
| nor2_1 | 33 | 28 |
| o21ai_0 | 21 | 13 |
| o21ai_2 | 0 | 7 |
| o31ai_1 | 7 | 6 |
| xnor2_1 | 57 | 47 |
| xnor2_2 | 6 | 16 |
| xnor3_1 | 7 | 7 |
| xor2_1 | 20 | 18 |
## cells in the mapped netlist, types with 3 or more instances
cell and count:
o21ai_0 21, a31oi_1 4, a41oi_1 3, nand4_1 5, clkbuf_1 15, nor2_1 33, xnor2_2 6, a21oi_1 22
ha_1 25, and2_1 3, nor4_1 3, inv_1 19, o31ai_1 7, o41ai_1 5, xor2_1 20, nor3_1 4
buf_2 3, or3_1 3, xnor2_4 3, xnor3_1 7, nand2_1 53, o211ai_1 3, mux2i_1 7, nor2b_1 4
and3_1 4, nand3_1 18, xnor2_1 57, a21o_1 3, nand3b_1 3
## layout make-up
type,instances,area share (%)
multi-input cells,375,64.0
repair buffers,203,31.5
well taps,105,2.59
inverters,21,1.90
## cell families (layout without fill, tap and decap cells)
family | Yosys count | after routing | synth area share [%]
xor gates and xnor gates | 99 | 99 | 36.9
adders and majority gates | 25 | 25 | 10.1
buffers and inverters | 43 | 224 | 6.01
and+or+nand+nor | 148 | 148 | 23.3
AOI/OAI and AO/OA | 94 | 94 | 20.8
muxes | 9 | 9 | 2.99
## per-layer routing
metal  GRT usage (%)  vias to the layer above  share of wire (%)
met5               0                        -                  0
met4            1.30                        0                1.0
met3           0.383                        6                1.6
met2            21.8                       31                 49
met1            17.1                     1577                 49
li1                -                     1854                  -
## repair_timing
action,CTS,global route
pin swaps,50,48
hold endpoints to repair,0,0
endpoints found under the setup margin,4,4
setup buffers,26,10
resized,38,36
## through the flow
step           setup TNS [ns]
6_report               -16.96
3_3_place_gp           -20.61
3_5_place_dp           -21.26
5_1_grt                -19.78
4_1_cts                -17.02
2_1_floorplan          -15.93
