==> design/flow/config.mk <==
export PLATFORM = sky130hd
export DESIGN_NAME = Q10
export DESIGN_NICKNAME = Q10
export VERILOG_FILES = /design/flow/design.v
export SDC_FILE = /design/flow/constraint.sdc
export NUM_CORES = 4
export LEC_CHECK = 1
export CORE_AREA = 10 10 70 70
export DIE_AREA = 0 0 80 80
==> design/flow/constraint.sdc <==
current_design Q10

set clk_period 2.0
set clk_io_pct 0.2

create_clock -name clk0 -period $clk_period

set non_clock_inputs [all_inputs -no_clocks]
set_input_delay [expr $clk_period * $clk_io_pct] -clock clk0 $non_clock_inputs
set_output_delay [expr $clk_period * $clk_io_pct] -clock clk0 [all_outputs]
==> design/flow/design.v <==
`timescale 1ns/1ns
module FourBitCo(A, B, Greater, Equal);
    input [3:0] A;
    input [3:0] B;
    output Greater;
    output Equal;
    wire [3:0] A;
    wire [3:0] B;
    reg Greater;
    reg Equal;
    always @(A or B) begin
        Greater = 0;
        Equal = 0;
        if(A > B)
            Greater = 1;
        else if(A == B)
            Equal = 1;
    end
endmodule
module Q10(A, B, Greater, Equal);
    input [15:0] A;
    input [15:0] B;
    output Greater;
    output Equal;
    wire [15:0] A;
    wire [15:0] B;
    wire Greater;
    wire Equal;
    wire G0, G1, G2, G3;
    wire E0, E1, E2, E3;
    FourBitCo f0 (A[3:0], B[3:0], G0, E0);
    FourBitCo f1 (A[7:4], B[7:4], G1, E1);
    FourBitCo f2 (A[11:8], B[11:8], G2, E2);
    FourBitCo f3 (A[15:12], B[15:12], G3, E3);
    wire z0, z1, z2, z3;
    assign z0 = G3;
    and(z1, E3, G2);
    and(z2, E3, E2, G1);
    and(z3, E3, E2, E1, G0);
    or(Greater, z0, z1, z2, z3);
    and(Equal, E3, E2, E1, E0);
endmodule
module Q10_tb;
reg [3:0] A;
reg [3:0] B;
wire Greater;
wire Equal;
FourBitCo uut(A, B, Greater, Equal);
initial begin
    $dumpfile("Q10.vcd");
    $dumpvars(0, Q10_tb);
    A = 4'b0001;
    B = 4'b0000;
    #20;
    A = 4'b0001;
    B = 4'b0001;
    #20;
    A = 4'b0001;
    B = 4'b0010;
    #20;
    $display("Test Complete");
end
endmodule
==> design/flow/run.sh <==
#!/bin/bash
# OpenROAD 26Q1-2900-gdf79404cd8, Yosys 0.63+post, stock flow scripts
make -C /OpenROAD-flow-scripts/flow DESIGN_CONFIG=/design/flow/config.mk WORK_HOME=/design/flow/orfs finish
==> ci_impl_report.md <==
### Flow metrics

| Metric | Value |
|---|---|
| Cell Rows | 21 |
| Yosys cell types | 14 |
| FF+latch area | 0 sq um |
| Number of DRC markers in iteration 0 | 8 |
| Run status | complete, but fails checks |
| Average size of a mapped cell | between 7 and 8 sq um |
| Relative slew slack | around 87% |
| Final worst slack | -125.5 ps |
| DRT Wirelength | 1698 um |
| Total GRT Usage | ~4.9% |
| Total vias in the final route | 541 |
| Area share, top type | between 40% and 50% |
| Setup Viol. Count Final | 1 |
| Slew @ Worst Pin | between 150 and 200 ps |
| Via-per-instance ratio | between 3 and 4 |
| RSZ-0062 raised after global routing | true |
| Post-synthesis sequential area ratio | 0% |
| Max incr delay on CP | approximately 450 ps |
| Pwr dens | around 190 nW/um^2 |
| Ys cells | 58 |
| CP Max Fanout | 3 |
| Worst IR Drop VDD | 76.63 uV |
| CP Cell Sequence | clkdlybuf4s15_2, ha_4, nand4_1, inv_1, a211oi_2, or4_1, buf_2 |
| Period utilisation layout | 106.3% |
| Lkg Pwr | around 0.45 nW |
| Slowest CP cell | or4_1 |
| Synth top area cells | ha_1 (45%), inv_1 (14%), a21oi_1 (5.7%) |
| Crit path buf inv count | 3 |
| WP data arrival | approximately 1700 ps |
| Top cells by count, synth | inv_1 (17), ha_1 (16), a21oi_1 (5), nand4_1 (4), nor2b_1 (3) |
| Area grow syn2layout | 124.4% |
| Post-CTS Hold Buffers | 0 |
| Antenna Nets Post-Route | 0 |
| WS Path Type | in -> out |
| Finished Cell Area | between 900 and 1000 sq um |
| Full die area | around 6400 sq um |
| Overall power | between 0.00015 and 0.0002 W |
| IO buf count | 34 |
| Residual DRC | 0 |
| Yosys warns | 1 |
| Setup crit end kind | output pin |
| Core box area | approximately 3400 sq um |
| DP Area | 868.3 sq um |
| Gpl congestion | about 0.7 |
| Failing checks | setup timing |
| Initial DRT Pass Iterations | 4 |
| Antenna cells | 0 |
| Fin Hold WS | ~1300 ps |
| Fin crit period | between 2000 and 2500 ps |
| I/O pins | 34 |
| Clkbuf count | 0 |
| Startpoint Class | input port |
| Yosys chip area | between 400 and 500 sq um |
| Flops | 0 |
| Highest clock rate | 470.5 MHz |
| Final hold viol count | 0 |
| Largest net degree at the start of global routing | 4 |
| DP HPWL | around 1300 um |
| Most numerous cell in the Yosys netlist | inv_1 |
| HP Class | in -> out |
| CP delay by family, top | simple AND/OR/NAND/NOR gates |
| Number of logged tool warnings | 34 |
| Global-route wire length before repair | 2587 um |
| Number of global-route vias before repair | between 500 and 600 |
| Antenna violations before repair | 0 |
| Remaining Overflow, GRT | 0 |
| FP Core Util | between 10 and 15% |
| Die width | 80 um |
| Layout cells sized above 1 | 80.00% |
| Post-synthesis cell count | just under 60 |
| Core Util, Final | between 20% and 30% |
| Setup TNS | -125.5 ps |
| Die height | 80 um |
| Final Max Tran Viols | 0 |
| Cell type with the largest total area | ha_1 |
| Max_cap viols | 0 |
| Routed len/inst | 11.63 um |
| Worst Path Required | approximately 1600 ps |
| Post-Syn Area | between 400 and 500 sq um |
## report_power, final
part | switching, W | total [W] | internal (W)
Combinational | 0.0000779 | 0.000190 | 0.000113
Clock | 0 | 0 | 0
Sequential | 0 | 0 | 0
## cell type report
class,count,area [sq um]
fill,366,2427
timing repair buffer,42,265.3
inverter,17,66.31
multi-input combinational,41,599.3
tap,46,57.56
## worst paths after layout
kind,start,end,slack [ps],cells past startpoint
worst max-delay path,A[6],Greater,-130,7
worst min-delay path,A[11],Greater,1340,6
## metal layers
| metal | global-route usage, % | up-vias | wire length, um |
|---|---|---|---|
| met3 | 1.250 | 0 | 125 |
| met2 | 7.785 | 20 | 756 |
| li1 | - | 287 | - |
| met1 | 6.856 | 234 | 817 |
| met5 | 0 | - | 0 |
| met4 | 0 | 0 | 0 |
## timing repair
action | 4_1_cts | 5_1_grt
pin swaps | 30 | 11
endpoints found under the setup margin | 2 | 2
setup buffers | 3 | 1
gates cloned | 0 | 0
resized | 140 | 15
## layout by cell type (no fill, tap or decap), drive strengths merged
cell | Yosys | final
buf | 0 | 33
inv | 17 | 17
ha | 16 | 16
clkbuf | 0 | 5
a21oi | 5 | 5
nand4 | 4 | 4
nor2b | 4 | 4
clkdlybuf4s15 | 0 | 4
o211ai | 4 | 4
a211oi | 2 | 2
nand2b | 2 | 2
or2 | 1 | 1
nor3 | 1 | 1
a21boi | 1 | 1
or4 | 1 | 1
## per-stage QoR
stage / setup slack (ps) / cells
final: -125.5 / 146
after global routing: -170.8 / 146
after CTS: -144.1 / 145
after detailed placement: -959.1 / 142
after global placement: -964.6 / 142
after floorplan: 125.4 / 58
## cells by family (layout without fill, tap and decap cells)
logic type / Yosys count / after routing / share of synthesized area [%]
buf+inv: 17 / 59 / 14.49
fa+ha+maj: 16 / 16 / 45.45
simple gates: 13 / 13 / 20.17
compound gates: 12 / 12 / 19.88
Power is estimated from default activity; no workload was simulated.
